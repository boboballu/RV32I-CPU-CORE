$ cat design/flow/run.sh
#!/bin/bash
# OpenROAD 26Q1-2900-gdf79404cd8, Yosys 0.63+post, stock flow scripts
make -C /OpenROAD-flow-scripts/flow DESIGN_CONFIG=/design/flow/config.mk WORK_HOME=/design/flow/orfs finish
$ cat design/flow/config.mk
export PLATFORM = sky130hd
export DESIGN_NAME = branch_compute
export DESIGN_NICKNAME = branch_compute
export VERILOG_FILES = /design/flow/design.v
export SDC_FILE = /design/flow/constraint.sdc
export NUM_CORES = 4
export LEC_CHECK = 1
export CORE_AREA = 10 10 86 86
export DIE_AREA = 0 0 96 96
$ cat design/flow/constraint.sdc
current_design branch_compute

set clk_period 4.8
set clk_io_pct 0.2

create_clock -name clk0 -period $clk_period

set non_clock_inputs [all_inputs -no_clocks]
set_input_delay [expr $clk_period * $clk_io_pct] -clock clk0 $non_clock_inputs
set_output_delay [expr $clk_period * $clk_io_pct] -clock clk0 [all_outputs]
$ cat design/flow/design.v
package cache_types;    
endpackage : cache_types
import dbg_pkg::*;
module branch_compute ( input logic branchD, input logic [2:0] funct3D,
                        input logic [31:0] srca, srcb,
                        output logic br_takenD
);
    always_comb begin
        if (branchD) begin
            case (funct3D)
                3'b000: br_takenD   = ( signed'(srca) == signed'(srcb) );  
                3'b001: br_takenD   = ( signed'(srca) != signed'(srcb) );  
                3'b100: br_takenD   = ( signed'(srca) <  signed'(srcb) );  
                3'b101: br_takenD   = ( signed'(srca) >= signed'(srcb) );  
                3'b110: br_takenD   = ( srca < srcb );                     
                3'b111: br_takenD   = ( srca >= srcb );                    
                default: br_takenD  = 1'b0;
            endcase
        end
        else begin
            br_takenD = 0;
        end
    end
endmodule : branch_compute
==> job_summary.md <==
### Yosys + OpenROAD results

| Metric | Value |
|---|---|
| Crit-path max cell delay | 490 ps |
| Flop area | 0 um2 |
| Fmax | 231 MHz |
| Crit path max-delay family | buffers and inverters |
| Routed Antenna Nets | 0 |
| Setup crit start | srcb[25] |
| Comb area leader | adder cells |
| Final HPWL DP | 2.82 mm |
| Worst path required time | 3840 ps |
| Rows | 27 |
| Drt first pass iters | 2 |
| Setup TNS | 0 ps |
| Tool warning count | 32 |
| Synth-to-layout area growth | 84.1% |
| Final period utilization | 0.903 |
| Port bufs | 69 |
| Arrival time at the worst endpoint | 3370 ps |
| Yosys stat chip area | 928 um2 |
| Yosys cell count | 125 |
| Hold Startpoint | branchD |
| Setup CP Type | input pin to output pin |
| VDD IR max | 0.0000236 V |
| Complex Gates by Area | 0.181 |
| Gate power share | 1.000 |
| Post-synth seq share | 0 |
| Ant. Diodes | 0 |
| PostCTS Resize Cnt | 0 |
| P per Cell Area | 71.8 nW/um2 |
| Vias in the first global route | 1,061 |
| Adder share | 0.431 |
| Die W | 96 um |
| Leakage power | 0.831 nW |
| Pin count of the biggest net entering global routing | 7 |
| Crit path cell chain | clkdlybuf4s50_1, inv_1, ha_1, nand4_2, nor4_4, o311ai_0, o2111ai_1, mux2i_1, clkdlybuf4s50_1 |
| Crit path depth | 9 |
| Initial DRC count | 14 |
| Cell Type Count | 28 |
| Cell mode on critical path | clkdlybuf4s50_1 |
| Switching power | 43.2 uW |
| Largest type area fraction | 0.431 |
| Finished Core Util | 0.308 |
| Final Wtd Congestion | 0.807 |
| Core area | 5540 um2 |
| XOR/XNOR Area Share | 0.00943 |
| Slew @ Worst Pin | 369 ps |
| First-pass GRT wire length | 4.60 mm |
| Num ports | 69 |
| DRC errors left | 0 |
| Vias after detailed routing | 1,049 |
| Register share of total power | 0 |
| GRT Overall Usage | 0.0602 |
| Final Max Slew Viols | 0 |
| DRT Wirelength | 2.94 mm |
| Final Hold Fails | 0 |
| Initial antenna violation count | 0 |
| Highest-delay cell along the critical path | clkdlybuf4s50_1 |
| RSZ-0062 raised after global routing | no |
| Fraction of layout cells with a size suffix above 1 | 0.0361 |
| WHS Endpoint | br_takenD |
| Clkbuf count | 0 |
| Yosys simple share | 0.228 |
| Die ar. | 9220 um2 |
| Core Density at Floorplan | 0.168 |
| DR vias/cell | 3.94 |
| Int Pwr | 79.6 uW |
| Worst hold stages | 4 |
| WP buf/inv | 3 |
| # setup viols final | 0 |
| Wire length per cell | 11.1 um |
| Flops | 0 |
| Yosys warns | 2 |
| Run status | finished, final reports clean |
| Total gr overflow | 0 |
| Max_slew headroom | 0.751 |
| Gate Count Post-Synth | 125 |
| Switching Fraction | 0.351 |
| Cell Area, Synth | 928 um2 |
| Synth area leader | ha_1 |
| Top cells by area | ha_1 43%, inv_1 13%, a21oi_1 7.0% |
| Min Clock Period, post-route | 4330 ps |
| Max-cap viol count | 0 |
| Hold Path Class | input pin to output pin |
| Avg Inst Size Synth | 7.43 um2 |
| CP endpoint kind | output pin |
| Mux cell area share after synthesis | 0.0216 |
| Clock share of power | 0 |
| # Post-CTS Setup Buffers | 0 |
| Die y size | 96 um |
| Hold buffers post-CTS | 0 |
| Critical Path Fanout Max | 3 |
| Startpoint class of the critical path | input pin |
## routing by layer
metal	wire, um	vias to the layer above	part of all wire	GRT usage
li1	-	582	-	-
met3	339	0	0.12	0.0267
met5	0	-	0	0
met2	1210	46	0.41	0.103
met1	1400	421	0.48	0.0727
met4	0	0	0	0
## power by group through the flow
stage	registers, mW	clock network, mW	logic [mW]
4_1_cts	0	0	0.125
5_1_grt	0	0	0.139
6_report	0	0	0.123
## cells in the final DEF, fill, tap and decap left out, types with 2 or more instances in the layout
cell,count
clkdlybuf4s50_1,69
inv_1,32
ha_1,32
a21oi_1,13
nand4_1,6
nor2_1,5
o21ai_0,4
nand3_1,4
nand2_1,3
a21o_1,3
nand4_2,2
mux2i_1,2
a211oi_1,2
nor2b_1,2
## worst max path at each step
stage	end	slack [ps]
finish	br_takenD	470
global route	br_takenD	170
CTS	br_takenD	440
## cells by family after synthesis
logic type                 after synthesis
adders and majority gates               32
buffers and inverters                   32
and+or+nand+nor                         31
AOI/OAI and AO/OA                       27
muxes                                    2
xor gates and xnor gates                 1
## layout make-up
type,count,area [um2]
repair buffers,69,691
fillers,595,3830
multi-input cells,93,808
well taps,72,90.1
inverters,32,120
## Yosys cell counts
cell type	n
and2_1	1
mux2i_1	2
nor2_1	5
nor4_4	1
nand3_1	4
o21ai_0	4
nor3b_1	1
nand2_1	3
o211ai_1	1
o2111ai_1	1
o311ai_0	1
o31ai_2	1
nor3_1	1
nor4b_1	1
ha_1	32
a21oi_1	13
nand4_2	2
and2b_2	1
nand4_1	6
nand3b_1	1
nand3_2	1
and3_4	1
xor2_1	1
a21o_1	3
a21boi_0	1
a211oi_1	2
inv_1	32
nor2b_1	2
## tightest hold or removal path, stage by stage
cell             delay, ps
clkdlybuf4s50_1        440
o31ai_2                 70
mux2i_1                 60
clkdlybuf4s50_1        420
## stage by stage
stage / worst slack [ps] / hold WS (ps) / cell area [um2] / cells / power (mW)
final: 466 / 2900 / 1710 / 266 / 0.123
after global routing: 166 / 2960 / 1710 / 266 / 0.139
after CTS: 437 / 2920 / 1710 / 266 / 0.125
after detailed placement: 446 / 2920 / 1710 / 266 / 0.124
after global placement: 500 / 2930 / 1710 / 266 / 0.124
after floorplan: 1530 / 1990 / 928 / 125 / 0.0532
Power figures rest on the tool's default switching activity, not on a simulated workload.
