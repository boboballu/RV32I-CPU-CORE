==> design/flow/design.v <==
package cache_types;    
endpackage : cache_types
module Req_Ack_2phase_Sender
    # ( parameter DWIDTH = 8)
(
    input logic clk1,
    input logic rst1_n,      
    input logic  valid,
    output logic ready,
    input [DWIDTH-1:0] din,
    output logic req,
    input logic ack,     
    output logic [DWIDTH-1:0] dout
);
    logic ack_q, ack_pulse;
    always_ff @(posedge clk1 or negedge rst1_n)
        if (~rst1_n)
            req <= '0;
        else if (valid & ready)
            req <= ~req;
    always_ff @(posedge clk1 or negedge rst1_n)
        if (~rst1_n)
            ack_q <= '0;
        else
            ack_q <= ack;
    assign ack_pulse = ack ^ ack_q;
    always_ff @(posedge clk1 or negedge rst1_n)
        if (~rst1_n)
            ready <= '1;
        else if (valid & ready)
            ready <= '0;
        else if (ack_pulse)
            ready <= '1;
    always_ff @(posedge clk1)
        if (valid & ready)
            dout <= din;
endmodule
module Req_Ack_2phase_Receiver
    # ( parameter DWIDTH = 8)
(
    input                clk2,
    input                rst2_n,     
    input                ready,
    output logic            valid,
    input [DWIDTH-1:0]        din,
    output logic            ack,
    input                req,     
    output logic [DWIDTH-1:0]    dout
);
    logic req_q, req_pulse;
    always_ff @(posedge clk2 or negedge rst2_n)
        if (~rst2_n)
            ack <= '0;
        else if (valid & ready)
            ack <= ~ack;
    always_ff @(posedge clk2 or negedge rst2_n)
        if (~rst2_n)
            req_q <= '0;
        else
            req_q <= req;
    assign req_pulse = req ^ req_q;
    always_ff @(posedge clk2 or negedge rst2_n)
        if (~rst2_n)
            valid <= '0;
        else if (req_pulse)
            valid <= '1;
        else if (valid & ready)
            valid <= '0;
    always_ff @(posedge clk2)
        if (req_pulse)
            dout <= din;
endmodule
==> design/flow/run.sh <==
#!/bin/bash
# OpenROAD 26Q1-2900-gdf79404cd8, Yosys 0.63+post, stock flow scripts
make -C /OpenROAD-flow-scripts/flow DESIGN_CONFIG=/design/flow/config.mk WORK_HOME=/design/flow/orfs finish
==> design/flow/config.mk <==
export PLATFORM = sky130hd
export DESIGN_NAME = Req_Ack_2phase_Sender
export DESIGN_NICKNAME = Req_Ack_2phase_Sender
export VERILOG_FILES = /design/flow/design.v
export SDC_FILE = /design/flow/constraint.sdc
export NUM_CORES = 4
export LEC_CHECK = 1
export CORE_AREA = 10 10 70 70
export DIE_AREA = 0 0 80 80
==> design/flow/constraint.sdc <==
current_design Req_Ack_2phase_Sender

set clk_period 1.6
set clk_io_pct 0.2

create_clock -name clk0 -period $clk_period [get_ports {clk1}]

set non_clock_inputs [all_inputs -no_clocks]
set_input_delay [expr $clk_period * $clk_io_pct] -clock clk0 $non_clock_inputs
set_output_delay [expr $clk_period * $clk_io_pct] -clock clk0 [all_outputs]
==> run summary <==
run metrics: status=finished, final reports clean, tool warnings=25, Critical R2R Launch=ready, clk_skew=0.00239 ns, WL per Instance=9.65 um, clk sinks=11, Final Wtd Congestion=0.721, cell family with the largest share of critical-path delay=buffers and inverters, Antenna diodes=0, Final setup viols=0, largest net degree at the start of global routing=9, Post-DRT Antenna Nets=0, CP max stage cell=clkdlybuf4s50_1, H-tree levels=1, Gate Count Post-Synth=16, core area=3420 um^2, required time worst endpoint=1.28 ns, Filler cells=377, worst hold path type=in2async, Starting DRT DRC Count=23, Crit Path Class=reg2out, GRT overflow=0, Top Ports=22, Max VDD drop=0.349 mV, max incr delay on CP=0.48 ns, DRC viols=0, first-pass GRT wire length=1110 um, Worst EP arrival=1.11 ns, area grow syn2layout=86.0%, worst-margin pin slew=0.297 ns, DR vias=225, Syn. warnings=1, MaxCap Viol Count=0, layout cell share with drive strength beyond 1=11.9%, YS chip area=349 um^2, Clock Tree Buf Depth=2, cell area after synthesis=349 um^2, final hold viol count=0, drt pass-1 iters=2, Reg area=317 um^2, # rows=21, register area share after synthesis=90.7%, Cell Pwr Density=1040 nW/um^2, Crit Path Max Fanout=2, Die Y=80 um, CTS buffer count=3, Placed Cells=83, die x size=80 um, gr usage total=2.35%, fin. max-slew vios=0, Post-DP Area=617 um^2, Tmin final=1.43 ns, crit path launch type=flip-flop, final WL=849 um, ys cells=16, port bufs=21, Clock transition at path regs=0.07 ns, Netlist cell types=8, Final period util=89.3%, Avg Cell Area, Syn=21.8 um^2, Via density=2.56, tally of non-filler cells in the final layout=88, CTS root buf=clkbuf_4, CTS tree=yes, highest clock rate=0.699 GHz, Leakage=0.231 nW, initial core utilization=10.2%, Yosys reg bits=11, Finished Cell Area=649 um^2, Die ar.=6400 um^2, logic area=28.8 um^2, Slew headroom=80.2%, Post-Route Setup TNS=0 ns, CP bufs+invs=1, Cell Chain, Critical Path=clkdlybuf4s50_1, vias in the first global route=236, antenna violations before repair=0, RSZ-0062 raised after global routing=no, clock latency (worst-skew pair)=0.26 ns, crit path from=req, CP Capture Type=output pin
layout by cell type, fill, tap and decap left out, drive strengths merged:
cell	instances
clkdlybuf4s50	20
edfxtp	8
clkbuf	4
dfrtp	2
nand2	1
inv	1
xor2	1
o21a	1
xnor2	1
dlygate4sd2	1
dfstp	1
buf	1
worst paths after layout:
kind	endpoint	slack, ns	cells past startpoint
hold / removal	ack_q	0.23	1
min in group clk0	req	0.49	1
setup reg to reg	dout[1]	0.29	3
max in group asynchronous	ready	1.15	1
setup / recovery	req	0.17	1
hold reg to reg	req	0.49	1
stage by stage:
step / setup slack, ns / hold WS [ns] / utilization (%) / power [mW]
after floorplan: 0.500 / 0.0244 / - / 0.396
after global placement: 0.149 / 0.474 / 18.1 / 0.502
after detailed placement: 0.123 / 0.471 / 18.1 / 0.503
after CTS: 0.150 / 0.226 / 19.0 / 0.692
after global routing: 0.107 / 0.226 / 19.0 / 0.719
final: 0.170 / 0.235 / 19.0 / 0.678
layer usage:
layer	part of all wire [%]	GRT usage (%)
met5	0	0
met1	49	2.98
met2	37	3.05
met4	0	0.352
met3	14	1.93
flip-flops by register name (all words and copies together) (netlist names):
signal / flops
dout: 8
ack_q: 1
ready: 1
req: 1
synthesized netlist by cell type:
library cell | n | area (um^2)
o21a_1 | 1 | 7.51
xor2_1 | 1 | 8.76
dfrtp_1 | 2 | 50.1
edfxtp_1 | 8 | 240
xnor2_1 | 1 | 8.76
nand2_1 | 1 | 3.75
dfstp_2 | 1 | 26.3
inv_1 | 1 | 3.75
cell families (layout without fill, tap and decap cells):
group / Yosys count / in the layout / synth area share, %
buffers and inverters: 1 / 27 / 1.07
AND/OR/NAND/NOR: 1 / 1 / 1.07
XOR/XNOR: 2 / 2 / 5.02
AND-OR/OR-AND: 1 / 1 / 2.15
flip-flops: 11 / 11 / 90.7
where the power goes:
group          switching, mW  internal [mW]  leakage [nW]  total [mW]
logic                 0.0316         0.0958         0.107       0.127
clock network         0.0826         0.0962        0.0150       0.179
registers             0.0180          0.354         0.109       0.372
final cells by class:
cell class,instances,share of cell area [%]
clock buffer,4,4.05
inverter,1,0.578
multi-input combinational,4,4.43
sequential,11,48.7
tap,46,8.86
timing repair buffer,22,33.3
timing repair:
item,in CTS,in global routing
setup endpoints to repair,1,0
buffers inserted,1,0
hold buffers,0,0
gates resized,1,0
worst register-to-register path: stages, from the launching register on:
cell and delay, ns:
dfstp_2 0.53, buf_4 0.10, nand2_1 0.09, inv_1 0.26
No activity file was given, so power comes from the tool's default toggle rates.
